==> /design/flow/design.v <==
module Relu #(
    parameter DATA_WIDTH =8
) (
    input clk,
    input rst_n,
    input [DATA_WIDTH-1:0] in_data,
    output reg [DATA_WIDTH-1:0]out_data
);
always @(posedge clk) begin
    if(rst_n==1)
        out_data<=0;
    else begin
        if(in_data>0)
            out_data<=in_data;
        else
            out_data<=0;
    end
end
endmodule
==> /design/flow/run.sh <==
#!/bin/bash
# OpenROAD 26Q1-2900-gdf79404cd8, Yosys 0.63+post, stock flow scripts
make -C /OpenROAD-flow-scripts/flow DESIGN_CONFIG=/design/flow/config.mk WORK_HOME=/design/flow/orfs finish
==> /design/flow/config.mk <==
export PLATFORM = sky130hd
export DESIGN_NAME = Relu
export DESIGN_NICKNAME = Relu
export VERILOG_FILES = /design/flow/design.v
export SDC_FILE = /design/flow/constraint.sdc
export NUM_CORES = 4
export LEC_CHECK = 1
export CORE_AREA = 10 10 70 70
export DIE_AREA = 0 0 80 80
==> /design/flow/constraint.sdc <==
current_design Relu

set clk_period 1.1
set clk_io_pct 0.2

create_clock -name clk0 -period $clk_period [get_ports {clk}]

set non_clock_inputs [all_inputs -no_clocks]
set_input_delay [expr $clk_period * $clk_io_pct] -clock clk0 $non_clock_inputs
set_output_delay [expr $clk_period * $clk_io_pct] -clock clk0 [all_outputs]
==> summary.txt <==
Results of the flow run.

The flow ran to the end, and the final reports show no timing, DRC or antenna violations. The number of buffers on the longest clock path stands at 2. The power report puts the leakage power at 0.1877 nW. The area of combinational cells with multiple inputs stands at 50.05 µm². Across all stage logs, warnings added up to 25.

The horizontal die dimension reported for this design is 80 µm. The floorplan step defined a die boundary enclosing 6400 µm². In the final layout, the registers with the most flip-flops are out_data (8). Clock tree synthesis found a total of 8 sinks. The overall power stands at 0.0005749 W.

The share of total power dissipated in sequential elements is 54.0%. For this run, asynchronously set or reset flops after synthesis account for 0%. Hold analysis lists the worst path endpoint as out_data[7].

Per the run report, area growth between synthesis and finish was 115.5%. The worst setup path is launched from a flip-flop. The cts-stage hold buffer count stands at 0. The synthesis-stage register bit count stands at 8.

The yosys synthesis chip area stands at 210.2 µm². Setup repair after global routing left no endpoint under its margin. The total of warnings raised by yosys stands at 1.

The achievable clock frequency stands at 999.6 MHz. The synthesized area per cell stands at 13.14 µm². In the post-synthesis netlist, the biggest area contributors are dfxtp_1 76%, nor2b_1 24%. The DRC violations left stands at 0. The core area stands at 3416 µm². The internal power contribution stands at 0.0004791 W.

The final count of negative-setup-slack endpoints stands at 0. The number of clock buffers added by TritonCTS is 3. The number of failing hold endpoints at the final stage stands at 0. The net switching fraction of the power stands at 16.66%.

The combined buffer and inverter count along the critical path stands at 1. STA classifies the critical path endpoint as a primary output. The worst hold path depth stands at 2. Per the detail_route report, inserted antenna diodes total 0. On the final layout, the worst hold slack is 526.4 ps. The detailed router placed 176 vias in this run. The relative contribution of combinational cells to total power stands at 10.5%. The port buffer count stands at 17. The share of the clock period used by the worst path after layout stands at 90.95%. For this run the aggregate overflow at the end of global routing stands at 0.

The final max-slew violation count stands at 0. The largest voltage drop on the vdd net stands at 0.0001434 V. The type recorded for the worst min-delay path is in -> reg.

Max fanout on the critical path was recorded as 1. The timing report gives the clock slew at the launch and capture registers of the worst setup and hold paths as 50 ps. The number of distinct standard cells referenced by the synthesized netlist stands at 2.

Among all stages on the critical path, the largest delay is contributed by dfxtp_2. Per the gpl log, the routability congestion estimate is 0.6334. Sorting the Yosys area breakdown by cell type puts at the top dfxtp_1. Walking the worst path, the cells encountered are dlygate4sd2_1. The floorplan step records an initial core utilization of 6.154%. The commonest cells after synthesis are 8 x dfxtp_1, 8 x nor2b_1. Per the layout report, the design carries 393 filler cells.

The routed via count divided by cell count stands at 2.146. The number of synthesized flops with an enable pin stands at 0. Per the slew report, the remaining headroom to the max-slew limit stands at 81.37%. After synthesis, flip-flops and latches occupy 76.19% of the total area.

In this design, the largest share of critical-path delay is due to flip-flops. The initial antenna violation count stands at 0. STA on the placed design reports a worst setup slack of 23.82 ps. The worst hold path begins at in_data[7]. The count of boundary I/O pins stands at 18. The HPWL after detailed placement is 573.8 µm. The total number of cells along the worst setup path stands at 1. Once iteration 0 of detailed routing completed, the report listed 3 DRC markers. The report counts max-capacitance violations totalling 0.

The pre-antenna-repair detailed-routing pass consisted of 2 iterations. In the synthesized netlist, the number of instances is 16. The maximum number of pins on one net before global-route repair stands at 9. The routed wire length stands at 613 µm. For reference, the most critical setup path is categorized as reg -> out. The number of global-route vias before repair is 199.

The area taken by sequential standard cells is reported as 162.7 µm². The count of nets left with antenna violations once routing finished came out at 0. The largest single stage delay on the critical path is 310 ps. TritonCTS built the clock tree. The synthesized netlist occupies a cell area of 210.2 µm². The first global-routing pass estimated 917 µm of wire.

The ratio of cells with drive above 1 in the final layout stands at 13.89%. The total global routing track utilization stands at 1.792%. In this run the biggest area consumer among cell types represents 76.19% of the synthesized area.

The worst path arrival time stands at 780 ps. For the pin with the worst max-slew slack, the measured transition is 278.6 ps. The chip height stands at 80 µm. The total cells reported by yosys after synthesis stands at 16. The worst path needs 1000 ps of the cycle, external delays included. After routing, the total negative slack on setup checks comes to 0 ps. The floorplan has 21 rows. In the final routed layout, each cell accounts on average for 7.476 µm.

The clock network power share stands at 35.4%. The register with the most flip-flops in the final layout is out_data. Dividing total power by cell area gives a power density of 1269 nW/µm². The register with the most flip-flops in the layout has 8 of them.

The number of levels the H-tree was split into stands at 1. STA puts the critical path data required time at 880 ps. In the synthesized netlist the dominant register cell turns out to be dfxtp_1.

Clock tree synthesis selected as its root buffer the cell clkbuf_4. The worst-case setup margin in the final layout stands at 99.59 ps. Summed over all nets, the switching power comes to 0.00009579 W.
[per-stage QoR]
step / area [µm²] / util (%) / instances
after CTS: 452.9 / 13.26 / 82
after floorplan: 210.2 / - / 16
after detailed placement: 437.9 / 12.82 / 79
final: 452.9 / 13.26 / 82
after global placement: 437.9 / 12.82 / 79
after global routing: 452.9 / 13.26 / 82
[per-layer routing]
metal | track usage, % | routed length [µm] | vias up
li1 | - | - | 89
met1 | 1.213 | 134 | 81
met2 | 3.933 | 430 | 4
met3 | 0.1136 | 15 | 2
met4 | 1.585 | 34 | 0
met5 | 0 | 0 | -
[cell families (layout without fill, tap and decap cells)]
logic type,Yosys count,count (layout),share of synthesized area (%)
buffers and inverters,0,20,0
DFF,8,8,76.19
and+or+nand+nor,8,8,23.81
[area by class of cell]
| class | count | area share [%] |
|---|---|---|
| clock buffers | 3 | 4.972 |
| multi-input cells | 8 | 11.05 |
| flip-flops and latches | 8 | 35.91 |
| well taps | 46 | 12.71 |
| repair buffers | 17 | 35.36 |
[placed cells by master (no fill, tap or decap), drive strengths merged]
master / n
clkbuf: 3
dfxtp: 8
nor2b: 8
dlygate4sd2: 8
clkdlybuf4s50: 9
[worst max path at each step]
stage / start / end / slack [ps]
CTS: out_data[7] / out_data[7] / 80
global route: out_data[7] / out_data[7] / 60
finish: out_data[7] / out_data[7] / 100
[power by group through the flow]
stage         registers [W]  logic (W)  clock network [W]
finish             0.000310  0.0000606           0.000204
global route       0.000312  0.0000666           0.000229
CTS                0.000311  0.0000628           0.000216
[repair_timing]
item / in CTS / in global routing
endpoints found under the setup margin: 8 / 0
gates resized: 10 / 0
setup buffers: 0 / 0
Power and IR drop assume default switching activity.
