$ cat ./config.mk
export PLATFORM = sky130hd
export DESIGN_NAME = Crossbar2x2
export DESIGN_NICKNAME = Crossbar2x2
export VERILOG_FILES = /design/flow/design.v
export SDC_FILE = /design/flow/constraint.sdc
export NUM_CORES = 4
export LEC_CHECK = 1
export CORE_AREA = 10 10 70 70
export DIE_AREA = 0 0 80 80
$ cat ./constraint.sdc
current_design Crossbar2x2

set clk_period 2.1
set clk_io_pct 0.2

create_clock -name clk0 -period $clk_period

set non_clock_inputs [all_inputs -no_clocks]
set_input_delay [expr $clk_period * $clk_io_pct] -clock clk0 $non_clock_inputs
set_output_delay [expr $clk_period * $clk_io_pct] -clock clk0 [all_outputs]
$ cat ./design.v
module Crossbar2x2#(
parameter DATA_WIDTH = 8) (
    input [DATA_WIDTH-1:0] in0,
    input [DATA_WIDTH-1:0] in1,
    output reg [DATA_WIDTH-1:0] out0,
    output reg [DATA_WIDTH-1:0] out1,
    input [1:0] sel
);
always @(*) begin
    case (sel)
        2'b00: begin out0 = in0; out1 = in1; end  
        2'b01: begin out0 = in1; out1 = in0; end  
        2'b10: begin out0 = in0; out1 = in0; end  
        2'b11: begin out0 = in1; out1 = in1; end  
    endcase
end
endmodule
$ cat ./run.sh
#!/bin/bash
# OpenROAD 26Q1-2900-gdf79404cd8, Yosys 0.63+post, stock flow scripts
make -C /OpenROAD-flow-scripts/flow DESIGN_CONFIG=/design/flow/config.mk WORK_HOME=/design/flow/orfs finish
==> CHANGELOG.md <==
### Metrics

* Cell area after layout at about 700 sq um
* MaxCap Viol Count at 0
* IO Pins at 34
* Placed Instances at roughly 100
* Initial antenna violation count at 0
* CP Max Fanout at 8
* Global-route wire length before repair at 2.13 mm
* Crit path to: out1[5]
* Gr usage total at 0.0418
* Post-Route WL at 1.36 mm
* Hold Path Class: in2out
* Leak Pwr at 0.297 nW
* Final setup TNS at 0 ps
* Pin count of the biggest net entering global routing at 9
* Synth unique cells at 5
* Layout cell share with drive strength beyond 1 at 0.467
* Final Cycle Share at 0.986
* Slew Limit Fails at 0
* Routed WL per cell at 12.8 um
* Log Warnings at 34
* Area growth, synth to finish at 214%
* Gpl congestion at 0.725
* Cell Rows at 21
* DRC at 0
* Critical Path Source Type: primary input
* Gr ovfl total at 0
* Die area at between 0.006 and 0.007 sq mm
* Chip Area, Yosys at 225 sq um
* Mapped Cells at 21
* Via count at 307
* Crit. End Element: output pin
* Slew headroom at 0.918
* Status: complete, no violations
* Fp_density at 0.0659
* Initial DRC Count at 12
* PD cells at 234 mW/mm^2
* VDD IR-drop max at 0.0000304 V
* Placed cell area at 638 sq um
* Post-route ant nets at 0
* Crit path launch: sel[1]
* Mapped Area at 225 sq um
* Worst-margin pin slew at 122 ps
* FF+latch area at 0 sq um
* First-pass detailed-route iteration total at 3
* Die width at 80 um
* Core Region at 0.00342 sq mm
* Die height at 80 um
* Final Hold Fails at 0
* Post-Syn Area per Cell at 10.7 sq um
* # Cells Yosys at 21
* Fmax at 483 MHz
* RSZ-0062 raised after global routing: yes
* Final Instance Count excl. Fillers at 106
* Vias in the first global route at 362
* Seq share, synth at 0
* Final number of setup-violating endpoints at 0
* # port buffers at 34
* Antenna fix cells at 0
* CP arrival at 1650 ps
* Dpl hpwl at 1.16 mm
* Min cycle time layout at 2070 ps
* CLK BUF at 0
* Critical path class: in2out
* CP required at 1680 ps
* Ys Warns at 1
* Vias per inst at a little under 3
* Flops at 0
-- synthesized netlist by cell type, drive strengths merged --
cell	count	area [sq um]
ha	2	25.0
inv	1	3.75
mux2	16	180
nor2	1	11.3
buf	1	5.00
-- critical path: stages --
cell and delay, ps:
buf_4 100, inv_2 40, ha_4 320, mux2_2 350
clkdlybuf4s50_1 410
-- cells by family (layout without fill, tap and decap cells) --
family                     after synthesis  count (layout)  share of synthesized area
adders and majority gates                2               2                      0.111
and+or+nand+nor                          1               1                     0.0500
muxes                                   16              16                      0.800
buffers and inverters                    2              41                     0.0389
-- what timing repair did --
item,CTS,global route
hold buffers,0,0
buffers inserted,5,1
resized,27,3
endpoints found under the setup margin,16,7
pin swaps,2,2
-- worst min path at each step --
stage,end,startpoint,cells after the start,slack (ps)
CTS,out1[0],sel[0],4,1580
finish,out0[7],sel[1],6,1510
global route,out0[7],sel[1],6,1540
-- per-stage QoR --
step | utilization | hold WS [ps] | setup slack (ps) | total power, W
final | 0.207 | 1510 | 29.1 | 0.000166
after CTS | 0.203 | 1580 | 14.5 | 0.000166
after global placement | 0.187 | 1920 | -529 | 0.000158
after floorplan | - | 938 | 499 | 0.0000423
after detailed placement | 0.187 | 1920 | -518 | 0.000157
after global routing | 0.207 | 1540 | -8.86 | 0.000181
-- metal layers --
| layer | share of wire | global-route usage | routed length [um] | vias to the layer above |
|---|---|---|---|---|
| met5 | 0 | 0 | 0 | - |
| met3 | 0.079 | 0.0125 | 107 | 0 |
| li1 | - | - | - | 157 |
| met1 | 0.42 | 0.0554 | 576 | 140 |
| met2 | 0.50 | 0.0690 | 673 | 10 |
| met4 | 0 | 0 | 0 | 0 |
-- placed cells by master, fill, tap and decap left out --
master / count
buf_12: 1
buf_2: 1
buf_4: 5
buf_6: 1
clkdlybuf4s15_1: 1
clkdlybuf4s50_1: 22
dlygate4sd2_1: 8
dlymetal6s2s_1: 1
ha_4: 2
inv_2: 1
mux2_2: 11
mux2_4: 5
nor2_4: 1
-- power by group --
group	leakage, nW	total (W)	internal, W	switching (W)
clock network	0	0	0	0
registers	0	0	0	0
logic	0.297	0.000166	0.000123	0.0000432
total	0.297	0.000166	0.000123	0.0000432
-- layout make-up --
type / instances / area (sq um)
Fill cell: 388 / 2710
Timing Repair Buffer: 40 / 387
Multi-Input combinational cell: 19 / 260
Tap cell: 46 / 57.6
Inverter: 1 / 3.75
Power and IR drop assume default switching activity.
